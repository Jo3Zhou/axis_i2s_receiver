<file path="flow/run.sh">
#!/bin/bash
# OpenROAD 26Q1-2900-gdf79404cd8, Yosys 0.63+post, stock flow scripts
make -C /OpenROAD-flow-scripts/flow DESIGN_CONFIG=/design/flow/config.mk WORK_HOME=/design/flow/orfs finish
</file>
<file path="flow/constraint.sdc">
current_design axi_i2s_rx

set clk_period 2.4
set clk_io_pct 0.2

create_clock -name clk0 -period $clk_period [get_ports {m_axis_aclk}]
create_clock -name clk1 -period $clk_period [get_ports {mclk}]

set non_clock_inputs [all_inputs -no_clocks]
set_input_delay [expr $clk_period * $clk_io_pct] -clock clk0 $non_clock_inputs
set_output_delay [expr $clk_period * $clk_io_pct] -clock clk0 [all_outputs]
</file>
<file path="flow/design.v">
module axi_i2s_rx(
    input mclk,
    input mclk_rstn,
    input m_axis_aclk,
    input m_axis_arstn,
    input  m_axis_tready,
    output m_axis_tvalid,
    output [31:0] m_axis_tdata,
    output m_axis_tlast,
    output bclk,
    input sda,
    output lrclk
    );
    reg  [2:0]  cnt_int = 3'd0;
    wire        bclk_int;
    wire        i2s_valid;
    wire [31:0] i2s_data;
    reg         m_axis_tready_int;         
    reg         m_axis_tvalid_int;         
    reg  [31:0] m_axis_tdata_int;   
    reg         m_axis_tlast_int;
    parameter   idle = 2'd0;
    parameter   valid = 2'd1;
    parameter   invalid = 2'd2;
    reg  [1:0]  state, next_state;
    always @(posedge mclk) begin
      if (mclk_rstn == 1'b0) begin
        cnt_int <= 3'd0;
      end
      else begin
        cnt_int <= cnt_int + 1;
      end
    end
    assign bclk_int = cnt_int[2];
    assign bclk = bclk_int;
    i2s joe_i2s(
    .bclk   (bclk_int),
    .rstn   (mclk_rstn),
    .lrclk  (lrclk),
    .sda    (sda),
    .valid  (i2s_valid),
    .data   (i2s_data)
    );
    always @(posedge m_axis_aclk) begin
        if (m_axis_arstn == 1'b0) begin
            state <= idle;
        end
        else begin
            state <= next_state;
        end
     end
    always @(*) begin
        case (state)
            idle: begin
                if (i2s_valid == 1'b1) begin
                   next_state = valid;
                end
                else begin
                   next_state = state;
                end
            end
            valid: begin           
                    next_state = invalid;
            end
            invalid: begin
                if (i2s_valid == 1'b0) begin
                    next_state = idle;
                end
                else begin
                    next_state = state;
                end
            end
        endcase
    end
    always @(*) begin
        case (state)
            idle: begin
                m_axis_tvalid_int = 1'b0;
                m_axis_tlast_int = 1'b0;
                m_axis_tdata_int = 32'd0;
            end
            valid: begin
                m_axis_tvalid_int = 1'b1;
                m_axis_tlast_int = 1'b1;
                m_axis_tdata_int = i2s_data;
            end
            invalid: begin
                m_axis_tvalid_int = 1'b0;
                m_axis_tlast_int = 1'b0; 
                m_axis_tdata_int = 32'd0;
            end
        endcase
    end
    assign m_axis_tvalid = m_axis_tvalid_int; 
    assign m_axis_tlast  = m_axis_tlast_int;
    assign m_axis_tdata  = m_axis_tdata_int;
endmodule
module i2s(
    input bclk,
    input rstn,
    input sda,
    output lrclk,
    output valid,
    output [31:0] data
    );
    reg  [5:0]  cnt_bit = 6'd33;
    reg  [33:0] data_buffer = 34'd0;
    reg lrclk_int;
    reg valid_int;
    reg [31:0] data_int;
    always @(posedge bclk) begin
        if (rstn == 1'b0) begin
            data_buffer <= 32'd0;
        end
        else begin
            data_buffer <= {{data_buffer[32:0]}, {sda}};
        end
    end
    always @(negedge bclk) begin
        if (rstn == 1'b0) begin
            cnt_bit <= 6'd33;
        end
        else begin
            if  (cnt_bit == 6'd0) begin
                cnt_bit <= 6'd33;
            end
            else begin
                cnt_bit <= cnt_bit - 1;
            end
        end
    end
    always @(*) begin
        if (cnt_bit == 6'd33) begin
            valid_int = 1'b1;
            data_int = {data_buffer[32:17], data_buffer[15:0]};
        end
        else begin
            valid_int = 1'b0;
            data_int = 32'd0;
        end
    end
    always @(*) begin
        if (cnt_bit <= 16) begin
            lrclk_int = 1'b1;
        end
        else begin
            lrclk_int = 1'b0;
        end
    end
    assign lrclk = lrclk_int;
    assign valid = valid_int;
    assign data = data_int;
endmodule
</file>
<file path="flow/config.mk">
export PLATFORM = sky130hd
export DESIGN_NAME = axi_i2s_rx
export DESIGN_NICKNAME = axi_i2s_rx
export VERILOG_FILES = /design/flow/design.v
export SDC_FILE = /design/flow/constraint.sdc
export NUM_CORES = 4
export LEC_CHECK = 1
export CORE_UTILIZATION = 50
</file>
==> reports/metrics.csv <==
stage,metric,value,unit
outcome,status,completed,
placement,I/O Buffers,39,
global_routing,first-pass GRT wire length,5310,µm
clocking,number of post-CTS setup repair buffers,0,
critical_path,flop-to-flop setup slack,1.46,ns
final_layout,area grow syn2layout,24.0,%
clocking,CTS tree,built,
critical_path,r2r worst-path depth,3,
synthesis,synthesized area per cell,10.9,µm²
synthesis,ys cells,201,
clocking,post-cts resize count,0,
synthesis,Mux area share,0,
synthesis,Mapped Cells,201,
synthesis,mapped cell area,0.00218,mm²
drt,DR iter-0 viols,43,
floorplanning,Initial Util,0.534,
critical_path,Worst setup endpoint,bclk,
sta,count of unclocked register or latch pins,74,
drt,via count,1302,
run,count of maximum capacitance violations,0,
drt,routed wire length per instance,10.9,µm
sta,setup violators final,0,
drt,DRT Pass-1 Iters,6,
drt,Antenna diodes,0,
global_routing,antenna violations before repair,0,
synthesis,asr flop ratio synth,0,
floorplanning,CORE AREA,0.00409,mm²
synthesis,"Distinct cells, synth",29,
sta,final worst setup slack,0.928,ns
critical_path,Worst Path Arrival,0.99,ns
global_routing,largest net degree at the start of global routing,36,
pwr,combinational share of power,0.108,
placement,DP HPWL,2120,µm
critical_path,CP required,1.92,ns
sta,endpoints left unconstrained,109,
critical_path,slowest CP cell,clkdlybuf4s50_1,
pwr,Int Power,0.371,mW
sta,Max Transition Viols Final,0,
critical_path,reg-to-reg endpoint,cnt_int[2],
synthesis,Post-synth area hogs,"dfxtp_1 40%, dlxtn_1 24%, and2_1 20%",
critical_path,Worst Setup End Kind,primary output,
final_layout,most frequent cells in the layout,"69 x and2_1, 44 x dfxtp_1, 39 x clkdlybuf4s50_1",
global_routing,vias in the first global route,1217,
critical_path,kind of cell adding the most delay to the critical path,buffers and inverters,
synthesis,Top-area cell share,0.403,
drt,DRC Markers,0,
sta,RSZ-0062 raised after global routing,false,
critical_path,delay of the slowest cell on the worst path,0.46,ns
final_layout,layout cells sized above 1,0.0455,
min_path,Min-Delay Path Class,reg -> reg,
pwr,VDD IR max,0.000284,V
pwr,sequential power share,0.294,
sta,Fin. Hold Viols,0,
sta,worst-case clock skew,0.000335,ns
synthesis,"Chip Area, Yosys",0.00218,mm²
critical_path,Buf/Inv on CP,1,
sta,worst hold-check slack,0.407,ns
synthesis,Post-Synth XOR/XNOR Area,0.0160,
synthesis,top_reg_cell synth,dfxtp_1,
synthesis,Synth logic family,simple AND/OR/NAND/NOR gates,
floorplanning,Site Rows,23,
drt,ANT nets after route,0,
drt,DRT Wirelength,3180,µm
synthesis,leading area contributor after synthesis,dfxtp_1,
critical_path,CP startpoint kind,flip-flop,
pwr,Leakage,1.16,nW
sta,Slew HR,0.433,
global_routing,GRT overflow,0,
drt,vias per inst,4.46,
synthesis,Post-synth EDFFs,0,
synthesis,Adder Area Share,0.0401,
synthesis,yosys aoi share,0.0269,
floorplanning,chip area,0.00463,mm²
final_layout,Top cell excl fill/tap,and2_1,
placement,gpl congestion,0.772,
floorplanning,die height,68.1,µm
critical_path,WS Path Type,reg -> out,
pwr,power per cell area,171,mW/mm²
clocking,"CTS clk-pin slew, worst paths",0.03,ns
global_routing,GR Util All Layers,0.153,
placement,Setup WS pre-CTS,1.15,ns
critical_path,Crit. path cell count,1,
synthesis,Simple-Gate Area Share,0.244,
pwr,sw frac,0.200,
floorplanning,Die W,68.1,µm
critical_path,worst r2r src,cnt_int[2],
critical_path,critical-path cell list,clkdlybuf4s50_1,
synthesis,Synth warnings,2,
pwr,Net Sw Power,0.0929,mW
sta,final setup TNS,0,ns
clocking,Hold Buf Count CTS,0,
synthesis,ys flops,79,
pwr,clock share of power,0.598,
critical_path,"Max FO, Critical Path",2,
sta,pin slew with the least headroom to its limit,0.850,ns
floorplanning,io pins,42,
run,tally of OpenROAD warnings,32,
critical_path,CP Launch Point,cnt_int[2],
==> worst min-delay path by stage <==
stage           from          to  cells after the start
4_1_cts   cnt_int[0]  cnt_int[0]                      1
5_1_grt   cnt_int[0]  cnt_int[0]                      1
6_report  cnt_int[0]  cnt_int[0]                      1
==> power by group through the flow <==
stage | Clock [mW] | Sequential, mW | Combinational [mW]
global route | 0.292 | 0.137 | 0.0585
finish | 0.277 | 0.136 | 0.0502
CTS | 0.285 | 0.136 | 0.0520
==> layer usage <==
layer	track usage	vias up	share of wire	wire length, µm
li1	-	705	-	-
met3	0.00338	4	0.018	57
met4	0.0182	0	0.0063	20
met1	0.244	564	0.54	1710
met5	0	-	0	0
met2	0.252	29	0.44	1390
==> area by class of cell <==
class,count,area (µm²)
sequential,79,1410
multi-input combinational,107,713
timing repair buffer,42,413
inverter,7,26.3
fill,312,1380
clock buffer,7,86.3
tap,50,62.6
==> Yosys cell counts, drive strengths merged, types with 2 or more instances <==
| cell type | n |
|---|---|
| o21ai | 2 |
| dfxtp | 44 |
| xnor2 | 3 |
| dlxtn | 35 |
| nand2 | 2 |
| or3 | 2 |
| a21oi | 2 |
| nor2 | 7 |
| clkbuf | 4 |
| and2 | 69 |
| inv | 7 |
| buf | 4 |
| ha | 7 |
==> cells by family after synthesis <==
| family | count (synthesis) |
|---|---|
| latches | 35 |
| buf+inv | 15 |
| fa+ha+maj | 7 |
| xor+xnor | 4 |
| compound gates | 9 |
| simple gates | 87 |
| flops | 44 |
==> registers in the layout, indices dropped and copies added (netlist names) <==
signal,count
joe_i2s.data_buffer,33
m_axis_tdata_int,32
joe_i2s.cnt_bit,6
cnt_int,3
next_state,2
state,2
m_axis_tvalid_int,1
==> per-stage QoR <==
stage	area, µm²	utilization	power (mW)	instances
4_1_cts	2710	0.663	0.474	292
6_report	2710	0.663	0.463	292
3_3_place_gp	2620	0.641	0.186	285
3_5_place_dp	2620	0.641	0.189	285
2_1_floorplan	2180	-	0.169	201
5_1_grt	2710	0.663	0.487	292
No activity file was given, so power comes from the tool's default toggle rates.
